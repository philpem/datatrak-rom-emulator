`flow/run.sh`:
```
#!/bin/bash
# OpenROAD 26Q1-2900-gdf79404cd8, Yosys 0.63+post, stock flow scripts
make -C /OpenROAD-flow-scripts/flow DESIGN_CONFIG=/design/flow/config.mk WORK_HOME=/design/flow/orfs finish
```
`flow/constraint.sdc`:
```
current_design testtop_data_checkerboard

set clk_period 3.8
set clk_io_pct 0.2

create_clock -name clk0 -period $clk_period [get_ports {clk24MHz}]

set non_clock_inputs [all_inputs -no_clocks]
set_input_delay [expr $clk_period * $clk_io_pct] -clock clk0 $non_clock_inputs
set_output_delay [expr $clk_period * $clk_io_pct] -clock clk0 [all_outputs]
```
`flow/config.mk`:
```
export PLATFORM = sky130hd
export DESIGN_NAME = testtop_data_checkerboard
export DESIGN_NICKNAME = testtop_data_checkerboard
export VERILOG_FILES = /design/flow/design.v
export SDC_FILE = /design/flow/constraint.sdc
export NUM_CORES = 4
export LEC_CHECK = 1
export CORE_AREA = 10 10 74 74
export DIE_AREA = 0 0 84 84
```
`flow/design.v`:
```
`timescale 1ns / 1ps
module testtop_data_checkerboard(
    input clk24MHz,				 
    input tgt_nPGMH,				 
    input tgt_nPGML,				 
    input [17:0] addr_bus,		 
    inout [15:0] data_bus,		 
    input tgt_nCE,				 
    input tgt_nOEL,				 
    input tgt_nOEH,				 
    output target_dbusbuf_dir,	 
    output target_dbusbuf_en,		 
    inout [7:0] ft240x_d,		 
    output ft240x_nRD,			 
    output ft240x_nWR,			 
    input ft240x_TXE,			 
    input ft240x_RXF,			 
    output [17:0] sram_addr,	 
    output sram_nCS,				 
    output sram_nWE,				 
	 output sram_nOE,				 
    output sram_nUB,				 
    output sram_nLB,				 
	 output led_red,				 
	 output led_amber,			 
	 output led_green				 
    );
assign led_red = tgt_nCE;
assign led_amber = tgt_nOEL;
assign led_green = tgt_nOEH;
assign sram_nCS = 1'b1;
assign sram_nWE = 1'b1;
assign sram_nOE = 1'b1;
assign sram_nUB = 1'b1;
assign sram_nLB = 1'b1;
assign sram_addr = 18'h00000;	 
assign ft240x_nRD = 1'b1;
assign ft240x_nWR = 1'b1;
assign target_dbusbuf_dir = 1'b1;	 
reg [15:0] dbus_counter;
always @(posedge clk24MHz) begin
	dbus_counter <= dbus_counter + 1;
end
assign data_bus = dbus_counter;
assign target_dbusbuf_en = 1'b0;	 
endmodule
```
==> flow_summary.yaml <==
# flow metrics
outcome:
  status: "stopped before the end"
  failing_step: "clock tree synthesis"
  error_line: "[error] [KeplerFormal.cpp:679] Workflow failed: Iso has multiple drivers: .data_bus0, data_bus[0]$_DFF_P_.Q0"
clocking:
  cts_hold_buffers: 0
  cts_max_level: 1
  clkSinkCount: 16
  ctsResizeCount: 0
  cts.path.max_buffers: 2
  post_cts_buffers: 0
  cts-root-buf: "clkbuf_8"
  cts_made_buffers: 3
synth:
  simple_gate_share_pct: 18.2
  synth_top_area_share_pct: 37.5
  syn_area_per_cell_um2: 9.60
  xor_area_share_pct: 14.3
  ys_ff: 16
  largest_area_cell: "dfxtp_1"
  synth_adder_area_share_pct: 1.46
  async_flop_share_pct: 0
  netlist_top_cells_count: "buf_4 (30), dfxtp_1 (16), xor2_1 (10)"
  netlist_instances: 89
  ys_types: 14
  synth-main-ff-cell: "dfxtp_1"
  ys.warnings.count: 1
  ys_top_logic_family: "buffers and inverters"
  muxShareOfSynthArea_pct: 0
  syn_area_um2: 855
  top_cell: "buf_4"
  ys_seq_share_pct: 37.5
  yosys.stat.chipArea_um2: 855
  topCellsByArea: "dfxtp_1 (37%), buf_4 (26%), xor2_1 (10%)"
  edf_count: 0
  ys_cells: 89
  synthAoiAreaFrac_pct: 0
place:
  io_buffers: 0
  postPlaceCellArea_um2: 786
  place_congestion: 0.680
  dpl.hpwl_um: 1270
floorplan:
  die_w_um: 84
  rows: 23
  fp-utilization_pct: 21.5
  fp.dieH_um: 84
  ios: 80
sta:
  unconstrained_endpoints: 8
## metrics by stage
step | hold slack [ns] | utilization [%] | setup WS [ns] | std cells | power, mW
after global placement | 0.409 | 19.8 | 2.07 | 134 | 0.215
after detailed placement | 0.419 | 19.8 | 2.08 | 134 | 0.216
after floorplan | 0.370 | - | 2.18 | 114 | 0.227
## kinds of logic after synthesis
| family | count (synthesis) |
|---|---|
| buffers and inverters | 33 |
| AND/OR/NAND/NOR | 23 |
| flip-flops | 16 |
| XOR/XNOR | 14 |
| other | 2 |
| adder cells (fa/ha/maj) | 1 |
Power and IR drop assume default switching activity.
