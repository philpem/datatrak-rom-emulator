===== design/flow/design.v =====
`timescale 1ns / 1ps
module top(
    input clk24MHz,				 
    input tgt_nPGMH,				 
    input tgt_nPGML,				 
    input [17:0] addr_bus,		 
    inout [15:0] data_bus,		 
    input tgt_nCE,				 
    input tgt_nOEL,				 
    input tgt_nOEH,				 
    output target_dbusbuf_dir,	 
    output target_dbusbuf_en,		 
    inout [7:0] ft240x_d,		 
    output ft240x_nRD,			 
    output ft240x_nWR,			 
    input ft240x_TXE,			 
    input ft240x_RXF,			 
    output [17:0] sram_addr,	 
    output sram_nCS,				 
    output sram_nWE,				 
	 output sram_nOE,				 
    output sram_nUB,				 
    output sram_nLB,				 
	 output led_red,				 
	 output led_amber,			 
	 output led_green				 
    );
parameter MODE_LOAD	= 2'h0;		 
parameter MODE_RUN	= 2'h1;		 
reg [1:0] mode;
reg exfiltration_enable;
reg [17:8] exfiltration_addr;
wire exfiltration_addr_match =
	(mode == MODE_RUN) &&
	(addr_bus[17:8] == exfiltration_addr[17:8]);
reg[17:0] addr_counter;
reg[15:0] sram_write_latch;
assign sram_addr = ((mode == MODE_LOAD) ? addr_counter : addr_bus);
assign data_bus = (mode == MODE_LOAD) ? sram_write_latch : 16'hZZZZ;
assign target_dbusbuf_en =
	!(									 
		(mode == MODE_RUN) &&			 
		!tgt_nCE &&							 
		(!tgt_nOEL || !tgt_nOEH)		 
	);
assign target_dbusbuf_dir = 1'b1;
parameter STATE_NEXTCMD				= 5'h00;
parameter STATE_WAITCMD 			= 5'h01;	 
parameter STATE_CMD_PRERX  		= 5'h02;	 
parameter STATE_GETCMD  			= 5'h03;	 
parameter STATE_SETMODE				= 5'h04;	 
parameter STATE_WRITE_1				= 5'h05;	 
parameter STATE_WRITE_HIGH_REQ	= 5'h06;	 
parameter STATE_WRITE_HIGH_LATCH	= 5'h07;	 
parameter STATE_WRITE_WAIT			= 5'h08;	 
parameter STATE_WRITE_LOW_REQ		= 5'h09;	 
parameter STATE_WRITE_LOW_LATCH	= 5'h0A;	 
parameter STATE_WRITE_STROBE_WR	= 5'h0B;	 
parameter STATE_WRITE_RELEASE_WR	= 5'h0C;	 
parameter STATE_WRITE_INC_ADDR	= 5'h0D;	 
parameter STATE_WRITE_EXFIL_A		= 5'h0E;	 
parameter STATE_WRITE_EXFIL_B		= 5'h0F;	 
parameter STATE_WRITE_EXFIL_C		= 5'h10;	 
reg [4:0] state;
reg [3:0] count;
reg status_led;
assign ft240x_nRD = !(
								(state == STATE_CMD_PRERX) ||				 
								(state == STATE_GETCMD) ||					 
								(state == STATE_WRITE_HIGH_REQ) ||		 
								(state == STATE_WRITE_HIGH_LATCH) ||	 
								(state == STATE_WRITE_LOW_REQ) ||		 
								(state == STATE_WRITE_LOW_LATCH) ||		 
								(state == STATE_WRITE_EXFIL_B) ||		 
								(state == STATE_WRITE_EXFIL_C)			 
							);
assign ft240x_nWR = !(exfiltration_enable && !ft240x_TXE && exfiltration_addr_match);
assign ft240x_d = ft240x_nWR ? 8'hZZ : addr_bus[7:0];
always @(posedge clk24MHz) begin
	case (state)
		STATE_NEXTCMD: begin
								state <= STATE_WAITCMD;
							end
		STATE_WAITCMD:	begin
								if (!ft240x_RXF) begin
									state <= STATE_CMD_PRERX;
								end else begin
									state <= STATE_WAITCMD;
								end
							end
		STATE_CMD_PRERX: begin
								state <= STATE_GETCMD;
							end
		STATE_GETCMD:	begin
								casez (ft240x_d)
									8'b0000_0000:
												begin
													state <= STATE_NEXTCMD;
												end
									8'b0000_0001:
												begin
													state <= STATE_NEXTCMD;
													addr_counter <= 0;
												end
									8'b0001_????:
												begin
													state <= STATE_NEXTCMD;
													mode <= ft240x_d[1:0];
													exfiltration_enable <= ft240x_d[2];
												end
									8'b0010_????:
												begin
													state <= STATE_WRITE_1;
													count <= ft240x_d[3:0];
												end
									8'b0100_????:
												begin
													exfiltration_addr[17:16] <= ft240x_d[1:0];
													state <= STATE_WRITE_EXFIL_A;
												end
									8'h55:
												begin
													state <= STATE_NEXTCMD;
													status_led <= 1'b1;
												end
									8'hAA:
												begin
													state <= STATE_NEXTCMD;
													status_led <= 1'b0;
												end
									default:
												begin
													state <= STATE_NEXTCMD;
												end
								endcase
							end
		STATE_WRITE_1:	begin
								if (!ft240x_RXF) begin
									state <= STATE_WRITE_HIGH_REQ;
								end
							end
		STATE_WRITE_HIGH_REQ:	begin
									state <= STATE_WRITE_HIGH_LATCH;
									count <= count - 1;
								end
		STATE_WRITE_HIGH_LATCH: begin
									sram_write_latch[15:8] <= ft240x_d;
									state <= STATE_WRITE_WAIT;
								end
		STATE_WRITE_WAIT:	begin
									if (!ft240x_RXF) begin
										state <= STATE_WRITE_LOW_REQ;
									end else begin
										state <= STATE_WRITE_WAIT;
									end
								end
		STATE_WRITE_LOW_REQ:	begin
									state <= STATE_WRITE_LOW_LATCH;
								end
		STATE_WRITE_LOW_LATCH:	begin
									sram_write_latch[7:0] <= ft240x_d;
									state <= STATE_WRITE_STROBE_WR;
								end
		STATE_WRITE_STROBE_WR: begin
									state <= STATE_WRITE_RELEASE_WR;
								end
		STATE_WRITE_RELEASE_WR: begin
									state <= STATE_WRITE_INC_ADDR;
								end
		STATE_WRITE_INC_ADDR: begin
									addr_counter <= addr_counter + 1;
									if (count != 0) begin
										state <= STATE_WRITE_1;
									end else begin
										state <= STATE_NEXTCMD;
									end
								end
		STATE_WRITE_EXFIL_A: begin
									if (!ft240x_RXF) begin
										state <= STATE_WRITE_EXFIL_B;
									end
								end
		STATE_WRITE_EXFIL_B: begin
									state <= STATE_WRITE_EXFIL_C;
								end
		STATE_WRITE_EXFIL_C: begin
									exfiltration_addr[15:8] <= ft240x_d[7:0];
									state <= STATE_NEXTCMD;
								end
		default:			begin
								state <= STATE_NEXTCMD;
								mode <= MODE_LOAD;
								exfiltration_enable <= 1'b0;
								status_led <= 1'b0;
							end
	endcase
end
assign sram_nCS = 1'b0;
assign sram_nUB = 1'b0;
assign sram_nLB = 1'b0;
assign sram_nWE = (mode == MODE_LOAD) ?
	 	!((state == STATE_WRITE_STROBE_WR) && !clk24MHz)
	 		: 1'b1;
assign sram_nOE = !(mode == MODE_RUN);
reg [7:0] act_led_ctr;
wire act = (!ft240x_nRD || !ft240x_nWR);
always @(posedge clk24MHz or posedge act) begin
	if (act) begin
		act_led_ctr <= 8'd255;
	end else begin
		if (act_led_ctr > 0) begin
			act_led_ctr <= act_led_ctr - 8'd1;
		end
	end
end
assign led_red = exfiltration_enable ^ (act_led_ctr > 8'd0);
assign led_amber = status_led ^ mode[1];
assign led_green = mode[0];
endmodule

===== design/flow/config.mk =====
export PLATFORM = sky130hd
export DESIGN_NAME = top
export DESIGN_NICKNAME = top
export VERILOG_FILES = /design/flow/design.v
export SDC_FILE = /design/flow/constraint.sdc
export NUM_CORES = 4
export LEC_CHECK = 1
export CORE_UTILIZATION = 40

===== design/flow/run.sh =====
#!/bin/bash
# OpenROAD 26Q1-2900-gdf79404cd8, Yosys 0.63+post, stock flow scripts
make -C /OpenROAD-flow-scripts/flow DESIGN_CONFIG=/design/flow/config.mk WORK_HOME=/design/flow/orfs finish

===== design/flow/constraint.sdc =====
current_design top

set clk_period 3.6
set clk_io_pct 0.2

create_clock -name clk0 -period $clk_period [get_ports {clk24MHz}]

set non_clock_inputs [all_inputs -no_clocks]
set_input_delay [expr $clk_period * $clk_io_pct] -clock clk0 $non_clock_inputs
set_output_delay [expr $clk_period * $clk_io_pct] -clock clk0 [all_outputs]

==> impl_metrics.tcl <==
# metrics dict for downstream scripts
set metrics [dict create \
    status "did not finish" \
    stop_stage "4_1_cts" \
    firstError "[error] [KeplerFormal.cpp:679] Workflow failed: Iso has multiple drivers: .addr_bus0, input5.X0" \
    yosys_area_mm2 0.00357 \
    row_count 34 \
    edf_count 57 \
    ctsHoldBuffers 0 \
    synth.distinct_cells 46 \
    ys_ff 65 \
    netlist_area_mm2 0.00357 \
    hpwl_mm 5.72 \
    ys_seq_frac 0.538 \
    avgSynthCellArea_um2 11.2 \
    synth-async-reset-ratio 0.123 \
    yosysWarnings 3 \
    ys.flop_type "edfxtp_1" \
    place.gp.congestion 0.819 \
    ctsResizeCount 3 \
    syn_inst 318 \
    synth_stat.cells 318 \
    numPortBuffers 49 \
    chipHeight_um 96.5 \
    io_pins 80 \
    die_w_um 96.5 \
    place_ws_ns 0.0305 \
    post_cts_buffers 0 \
    initCoreUtil 0.412 \
]
## stage by stage
| stage | cells | hold WS [ns] | power [mW] | area [um2] | utilization |
|---|---|---|---|---|---|
| after floorplan | 320 | 0.477 | 1.49 | 3580 | - |
| after global placement | 463 | 0.491 | 1.84 | 4150 | 0.478 |
| after detailed placement | 463 | 0.496 | 1.84 | 4150 | 0.478 |
## cells in the mapped netlist (3+ instances only)
cell type  count  share of area
edfxtp_1      57           0.48
nor2_1        24          0.025
nand2_1       23          0.024
mux2_2        20          0.063
xnor2_1       18          0.044
buf_4         12          0.025
o21ai_0       12          0.017
a21oi_1       11          0.015
clkbuf_1      10          0.011
nand2b_1      10          0.018
nor3_1        10          0.014
xor2_1        10          0.025
nand4_1        9          0.016
dfstp_2        8          0.059
inv_1          8         0.0084
nand3_1        8          0.011
or3_1          6          0.011
ha_1           5          0.018
nor4_1         5         0.0088
and2_1         4         0.0070
o31ai_1        4         0.0084
a21boi_0       3         0.0063
and4_1         3         0.0074
mux2i_1        3         0.0084
nor2b_1        3         0.0053
nor3b_1        3         0.0063
or4_1          3         0.0063
## cell families after synthesis
group | share of synthesized area
AND-OR/OR-AND | 0.0648
other | 0.00210
buffers and inverters | 0.0483
flip-flops | 0.538
XOR/XNOR | 0.0687
multiplexers | 0.0715
AND/OR/NAND/NOR | 0.189
adder cells (fa/ha/maj) | 0.0175
Power is estimated from default activity; no workload was simulated.
